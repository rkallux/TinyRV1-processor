--- run.sh ---
#!/bin/bash
# OpenROAD 26Q1-2900-gdf79404cd8, Yosys 0.63+post, stock flow scripts
make -C /OpenROAD-flow-scripts/flow DESIGN_CONFIG=/design/flow/config.mk WORK_HOME=/design/flow/orfs finish
--- constraint.sdc ---
current_design ProcMem

set clk_period 52.6
set clk_io_pct 0.2

create_clock -name clk0 -period $clk_period [get_ports {clk}]

set non_clock_inputs [all_inputs -no_clocks]
set_input_delay [expr $clk_period * $clk_io_pct] -clock clk0 $non_clock_inputs
set_output_delay [expr $clk_period * $clk_io_pct] -clock clk0 [all_outputs]
--- design.v ---
module ProcMem
(
  (* keep=1 *) input  logic        clk,
  (* keep=1 *) input  logic        rst,
  (* keep=1 *) input  logic        imemreq_val,
  (* keep=1 *) input  logic [31:0] imemreq_addr,
  (* keep=1 *) output logic [31:0] imemresp_data,
  (* keep=1 *) input  logic        dmemreq_val,
  (* keep=1 *) input  logic        dmemreq_type,
  (* keep=1 *) input  logic [31:0] dmemreq_addr,
  (* keep=1 *) input  logic [31:0] dmemreq_wdata,
  (* keep=1 *) output logic [31:0] dmemresp_rdata
);
  localparam memsize = 2**6;
  logic [31:0] mem [memsize];
  logic [31-$clog2(memsize)-2:0] imemreq_addr0_unused;
  assign imemreq_addr0_unused = imemreq_addr[31:$clog2(memsize)+2];
  logic [1:0] imemreq_addr1_unused;
  assign imemreq_addr1_unused = imemreq_addr[1:0];
  logic [31-$clog2(memsize)-2:0] dmemreq_addr0_unused;
  assign dmemreq_addr0_unused = dmemreq_addr[31:$clog2(memsize)+2];
  logic [1:0] dmemreq_addr1_unused;
  assign dmemreq_addr1_unused = dmemreq_addr[1:0];
  always_ff @(posedge clk) begin
    if ( rst ) begin
      mem[   0] <= 32'h7c301073;  
      mem[   1] <= 32'hfc2020f3;  
      mem[   2] <= 32'hfc402173;  
      mem[   3] <= 32'h00100193;  
      mem[   4] <= 32'hfe311ae3;  
      mem[   5] <= 32'h7c209073;  
      mem[   6] <= 32'h00000293;  
      mem[   7] <= 32'h00000493;  
      mem[   8] <= 32'h08000413;  
      mem[   9] <= 32'h00042203;  
      mem[  10] <= 32'h00148493;  
      mem[  11] <= 32'h00440413;  
      mem[  12] <= 32'h005202b3;  
      mem[  13] <= 32'hfe1498e3;  
      mem[  14] <= 32'h7c329073;  
      mem[  15] <= 32'h0000006f;  
      mem[  32] <= 32'h00000024;  
      mem[  33] <= 32'h0000001a;  
      mem[  34] <= 32'h00000045;  
      mem[  35] <= 32'h00000039;  
      mem[  36] <= 32'h0000000b;  
      mem[  37] <= 32'h00000044;  
      mem[  38] <= 32'h00000029;  
      mem[  39] <= 32'h0000005a;  
      mem[  40] <= 32'h00000020;  
      mem[  41] <= 32'h0000004c;  
      mem[  42] <= 32'h0000002c;  
      mem[  43] <= 32'h00000013;  
      mem[  44] <= 32'h00000011;  
      mem[  45] <= 32'h0000003b;  
      mem[  46] <= 32'h00000063;  
      mem[  47] <= 32'h00000031;  
      mem[  48] <= 32'h00000041;  
      mem[  49] <= 32'h0000000c;  
      mem[  50] <= 32'h00000037;  
      mem[  51] <= 32'h00000000;  
      mem[  52] <= 32'h00000033;  
      mem[  53] <= 32'h0000002a;  
      mem[  54] <= 32'h00000052;  
      mem[  55] <= 32'h00000017;  
      mem[  56] <= 32'h00000015;  
      mem[  57] <= 32'h00000036;  
      mem[  58] <= 32'h00000053;  
      mem[  59] <= 32'h0000001f;  
      mem[  60] <= 32'h00000010;  
      mem[  61] <= 32'h0000004c;  
      mem[  62] <= 32'h00000015;  
      mem[  63] <= 32'h00000004;  
    end
    else if ( dmemreq_val && (dmemreq_type == 1) ) begin
      mem[dmemreq_addr[$clog2(memsize)+1:2]] <= dmemreq_wdata;
    end
  end
  always_comb begin
    if ( imemreq_val )
      imemresp_data = mem[imemreq_addr[$clog2(memsize)+1:2]];
    else
      imemresp_data = 32'bx;
    if ( dmemreq_val && (dmemreq_type == 0) )
      dmemresp_rdata = mem[dmemreq_addr[$clog2(memsize)+1:2]];
    else
      dmemresp_rdata = 32'bx;
  end
endmodule
--- config.mk ---
export PLATFORM = sky130hd
export DESIGN_NAME = ProcMem
export DESIGN_NICKNAME = ProcMem
export VERILOG_FILES = /design/flow/design.v
export SDC_FILE = /design/flow/constraint.sdc
export NUM_CORES = 4
export LEC_CHECK = 1
export CORE_UTILIZATION = 40
==> notes.md <==
fresh numbers from the pnr run: fp util=0.403, Slew Limit Headroom=0.158, Pwr Total=0.00387 W, post-synthesis cell area=between 0.1 and 0.15 mm2, Final Cell Area=0.118 mm2, GRT Total Usage=0.354, clock transition at the registers of the reported paths=~0.060 ns, Die ar.=0.266 mm2, Die Y-Extent=516 um, Bufs and invs on worst path=7, clock sinks=2048, PortBufs=roughly 110, Crit path arrival time=15.99 ns, PwrDens=32.9 mW/mm2, final setup fails=0, io pins=165, layout cells sized above 1=0.250, Cell Type Count=56, CP Max Fanout=40, Dominant flop cell=edfxtp_1, CP Capture Type=output pin, worst-case clock buffer depth=3, Top reg by flops=mem, met2 wire length=approximately 190000 um, IR drop worst, VDD=42.1 uV, OpenROAD warnings=between 70 and 80, half-perimeter wire length after placement=between 200000 and 300000 um, Antenna Nets Post-Route=0, TritonCTS clock tree=done, synthesis-to-layout area growth=11.5%, Post-Synthesis Cells=7093, # DRC=0, Leakage Power=38.9 nW, ys flops=2048, CTS buffer count=219, setup repair after global routing missed its margin=false, Crit-path slowest cell=buf_4, CTS resizes=0, crit-path cells=buf_8, buf_4, buf_4, buf_4, buf_4, mux4_2, mux2_2, o21ai_0, a221oi_1, buf_4, a221o_1, clkdlybuf4s50_1, Top cell excl fill/tap=edfxtp_1, M1 WL=~120000 um, grt total ovfl=0, cts-stage hold buffer count=0, Worst Tran Pin Value=1.26 ns, top sig layer=met5, placed instance area=0.111 mm2, core area=approximately 0.26 mm2, Rows=approximately 190, outcome=complete, no violations, most frequent cells in the layout=edfxtp_1, and2_1, mux4_2, f_max=37.7 MHz, Worst setup SP type=primary input, CP dominant cell by count=buf_4, Max-Cap Viols=0, final hold vios=0, DRT Wirelength=~430000 um, Hold Slack=9.96 ns, initial antenna violation count=39, CP max stage delay=0.65 ns, # H-tree levels=4, min cycle time layout=26.51 ns, Fill cells=22500, fin crit share=0.504, Max Slew Vio Count=0, YS chip area=0.106 mm2, GPL Wtd Cong=0.991, Mapped Avg Cell Area=14.9 um2, DRT iter0 DRCs=5984, root buffer cell=clkbuf_16, fraction of registers with async set/reset=0, via count=70800, synth warn=1, number of setup buffers added after CTS=0, Top delay family on crit path=buffers and inverters, largest net degree at the start of global routing=78, Routed WL per cell=40.2 um, Hold Path Class=primary input to register, kind of critical path=primary input to output pin, Post-synth EDFFs=2048, first-pass GRT wire length=594000 um, Critical Path RT=42.08 ns, number of flip-flops in the largest register=just over 2000, vias in the first global route=around 74000, yosys stat cell total=about 7100, setup TNS=0 ns, met3 WL post-DR=91000 um, post-layout util=0.449, Top Registers=mem (2048), register area share after synthesis=0.582, Pre-antenna DRT Iters=6, vias per cell=roughly 6.6, Die W=approximately 520 um
==> power breakdown <==
group | internal (W) | switching [W]
Sequential | 0.00186 | 0.0000321
Combinational | 0.000172 | 0.000319
Clock | 0.000826 | 0.000666
Total | 0.00286 | 0.00102
==> path summary, 6_finish.rpt <==
path / from / to / cells past startpoint / slack (ns)
max: imemreq_addr[2] / imemresp_data[28] / 12 / 26.09
min: dmemreq_wdata[5] / mem[3][5]$_SDFFCE_PN0P_ / 2 / 9.96
==> Yosys cell counts, drive strengths merged (4+ instances only) <==
master	number	area share
a2111oi	4	0.00033
a211oi	29	0.0021
a21oi	70	0.0033
a221o	46	0.0044
a221oi	312	0.026
a222oi	11	0.0010
a22o	42	0.0035
a22oi	146	0.010
a2bb2oi	4	0.00033
a311oi	4	0.00033
a31oi	5	0.00030
and2	1288	0.076
buf	279	0.015
clkbuf	521	0.019
edfxtp	2048	0.58
mux2	209	0.022
mux2i	291	0.028
mux4	706	0.15
nand2	113	0.0040
nand2b	6	0.00036
nand3	12	0.00057
nand4	11	0.00065
nor2	223	0.0080
nor2b	21	0.0012
nor3	13	0.00062
o211ai	7	0.00050
o21ai	117	0.0055
o221ai	29	0.0024
o22a	13	0.0011
o22ai	144	0.0085
o2bb2ai	16	0.0013
or2	53	0.0031
or3	263	0.016
or4	10	0.00071
==> cells by family after synthesis <==
| logic type | synth area share |
|---|---|
| compound gates | 0.0722 |
| simple gates | 0.112 |
| buf+inv | 0.0338 |
| mux | 0.200 |
| flops | 0.582 |
==> layer usage <==
metal | up-vias | GRT usage
met1 | 34800 | 0.360
met2 | 6451 | 0.477
met3 | 1377 | 0.324
met4 | 76 | 0.178
li1 | 28100 | -
met5 | - | 0.0932
==> per-stage QoR <==
step | cells | worst slack, ns
2_1_floorplan | 7093 | 29.66
3_3_place_gp | 10300 | 26.08
3_5_place_dp | 10300 | 26.09
4_1_cts | 10700 | 26.08
5_1_grt | 10700 | 25.82
6_report | 10800 | 26.09
==> layout make-up <==
class / instances / area (um2) / area share
timing repair buffer: 497 / 3930 / 0.0334
clock inverter: 125 / 998 / 0.00847
clock buffer: 273 / 5730 / 0.0486
inverter: 3 / 26.3 / 0.000223
multi-input combinational: 4242 / 41100 / 0.349
sequential: 2048 / 61500 / 0.522
antenna: 53 / 133 / 0.00113
tap: 3515 / 4400 / 0.0373
Power figures rest on the tool's default switching activity, not on a simulated workload.
