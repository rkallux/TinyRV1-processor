==> /design/flow/design.v <==
module FullAdder_GL
(
  (* keep=1 *) input  wire in0,
  (* keep=1 *) input  wire in1,
  (* keep=1 *) input  wire cin,
  (* keep=1 *) output wire cout,
  (* keep=1 *) output wire sum
);
  assign cout = (in0 & in1) | (in1 & cin) | (in0 & cin);
  assign sum = ~in0&~in1&cin | ~in0&in1&~cin | in0&~in1&~cin | in0&in1&cin;
endmodule
module AdderRippleCarry_4b_GL
(
  (* keep=1 *) input  wire [3:0] in0,
  (* keep=1 *) input  wire [3:0] in1,
  (* keep=1 *) input  wire       cin,
  (* keep=1 *) output wire       cout,
  (* keep=1 *) output wire [3:0] sum
);
  wire [2:0] carries;
  FullAdder_GL one(
  .in0(in0[0]),
  .in1(in1[0]),
  .cin(cin),
  .cout(carries[0]),
  .sum(sum[0])
  );
  FullAdder_GL two(
  .in0(in0[1]),
  .in1(in1[1]),
  .cin(carries[0]),
  .cout(carries[1]),
  .sum(sum[1])
  );
  FullAdder_GL three(
  .in0(in0[2]),
  .in1(in1[2]),
  .cin(carries[1]),
  .cout(carries[2]),
  .sum(sum[2])
  );
  FullAdder_GL four(
  .in0(in0[3]),
  .in1(in1[3]),
  .cin(carries[2]),
  .cout(cout),
  .sum(sum[3])
  );
endmodule
module Mux2_1b_GL
(
  (* keep=1 *) input  in0,
  (* keep=1 *) input  in1,
  (* keep=1 *) input  sel,
  (* keep=1 *) output out
);
assign out = (~sel & in0) | (sel & in1);
endmodule
module Mux2_4b_GL
(
  (* keep=1 *) input  wire [3:0] in0,
  (* keep=1 *) input  wire [3:0] in1,
  (* keep=1 *) input  wire       sel,
  (* keep=1 *) output wire [3:0] out
);
Mux2_1b_GL one(
  .in0(in0[0]),
  .in1(in1[0]),
  .sel(sel),
  .out(out[0])
);
Mux2_1b_GL two(
  .in0(in0[1]),
  .in1(in1[1]),
  .sel(sel),
  .out(out[1]));
Mux2_1b_GL three(
  .in0(in0[2]),
  .in1(in1[2]),
  .sel(sel),
  .out(out[2]));
Mux2_1b_GL four(
  .in0(in0[3]),
  .in1(in1[3]),
  .sel(sel),
  .out(out[3]));
endmodule
module AdderCarrySelect_8b_GL
(
  (* keep=1 *) input  wire [7:0] in0,
  (* keep=1 *) input  wire [7:0] in1,
  (* keep=1 *) input  wire       cin,
  (* keep=1 *) output wire       cout,
  (* keep=1 *) output wire [7:0] sum
);
  wire cout_lower, cout_upper0, cout_upper1;
  wire [3:0] sum_upper0;
  wire [3:0] sum_upper1;
  AdderRippleCarry_4b_GL lower(
    .in0(in0[3:0]),
    .in1(in1[3:0]),
    .cin(cin),
    .cout(cout_lower),
    .sum(sum[3:0])
  );
  AdderRippleCarry_4b_GL upper_zero(
    .in0(in0[7:4]),
    .in1(in1[7:4]),
    .cin(1'b0),
    .cout(cout_upper0),
    .sum(sum_upper0)
  );
  AdderRippleCarry_4b_GL upper_one(
    .in0(in0[7:4]),
    .in1(in1[7:4]),
    .cin(1'b1),
    .cout(cout_upper1),
    .sum(sum_upper1)
  );
  Mux2_4b_GL upper_selector(
    .in0(sum_upper0),
    .in1(sum_upper1),
    .sel(cout_lower),
    .out(sum[7:4])
  );
  Mux2_1b_GL carry(
    .in0(cout_upper0),
    .in1(cout_upper1),
    .sel(cout_lower),
    .out(cout)
  );
endmodule
module Adder_32b_GL
(
  (* keep=1 *) input  wire [31:0] in0,
  (* keep=1 *) input  wire [31:0] in1,
  (* keep=1 *) output wire [31:0] sum
);
  wire carry_out0, carry_out1, carry_out2;
  AdderCarrySelect_8b_GL adder0 (
    .in0(in0[7:0]),
    .in1(in1[7:0]),
    .cin(1'b0),             
    .sum(sum[7:0]),
    .cout(carry_out0)       
  );
  AdderCarrySelect_8b_GL adder1 (
    .in0(in0[15:8]),
    .in1(in1[15:8]),
    .cin(carry_out0),       
    .sum(sum[15:8]),
    .cout(carry_out1)
  );
  AdderCarrySelect_8b_GL adder2 (
    .in0(in0[23:16]),
    .in1(in1[23:16]),
    .cin(carry_out1),       
    .sum(sum[23:16]),
    .cout(carry_out2)
  );
  wire cout_unused;
  AdderCarrySelect_8b_GL adder3 (
    .in0(in0[31:24]),
    .in1(in1[31:24]),
    .cin(carry_out2),       
    .sum(sum[31:24]),
    .cout(cout_unused)                 
  );
endmodule
module EqComparator_32b_RTL
(
  (* keep=1 *) input  logic [31:0] in0,
  (* keep=1 *) input  logic [31:0] in1,
  (* keep=1 *) output logic        eq
);
  always_comb begin
    eq = (in0 == in1);  
  end
endmodule
module Mux2_RTL
#(
  parameter p_nbits = 1
)(
  (* keep=1 *) input  logic [p_nbits-1:0] in0,
  (* keep=1 *) input  logic [p_nbits-1:0] in1,
  (* keep=1 *) input  logic               sel,
  (* keep=1 *) output logic [p_nbits-1:0] out
);
  always_comb begin 
    if (sel) begin 
      out = in1;  
    end else begin 
      out = in0;   
    end 
  end
endmodule
module ALU_32b
(
  (* keep=1 *) input  logic [31:0] in0,
  (* keep=1 *) input  logic [31:0] in1,
  (* keep=1 *) input  logic        op,
  (* keep=1 *) output logic [31:0] out
);
  logic [31:0] add_result;
  logic eq_result;
  Adder_32b_GL adder (
    .in0(in0),
    .in1(in1),
    .sum(add_result)
  );
  EqComparator_32b_RTL eq_comp (
    .in0(in0),
    .in1(in1),
    .eq(eq_result)
  );
  Mux2_RTL#(32) ALU_operator (
    .in0(add_result),
    .in1({31'b0, eq_result}),
    .sel(op),
    .out(out)
  );
endmodule
==> /design/flow/run.sh <==
#!/bin/bash
# OpenROAD 26Q1-2900-gdf79404cd8, Yosys 0.63+post, stock flow scripts
make -C /OpenROAD-flow-scripts/flow DESIGN_CONFIG=/design/flow/config.mk WORK_HOME=/design/flow/orfs finish
==> /design/flow/config.mk <==
export PLATFORM = sky130hd
export DESIGN_NAME = ALU_32b
export DESIGN_NICKNAME = ALU_32b
export VERILOG_FILES = /design/flow/design.v
export SDC_FILE = /design/flow/constraint.sdc
export NUM_CORES = 4
export LEC_CHECK = 1
export CORE_AREA = 10 10 112 112
export DIE_AREA = 0 0 122 122
==> /design/flow/constraint.sdc <==
current_design ALU_32b

set clk_period 8.3
set clk_io_pct 0.2

create_clock -name clk0 -period $clk_period

set non_clock_inputs [all_inputs -no_clocks]
set_input_delay [expr $clk_period * $clk_io_pct] -clock clk0 $non_clock_inputs
set_output_delay [expr $clk_period * $clk_io_pct] -clock clk0 [all_outputs]
==> results.yml <==
# implementation run metrics
run_status:
  status: "finished with violations"
  failed_checks: "setup timing"
critical_path:
  cp_top_family: "adder cells"
  endpoint_kind: "output port"
  cp-startpoint: "in0[0]"
  cp.depth: 29
  cp.required_ps: 6640
  cp_slowest_cell: "fa_2"
  cp_common_cell: "fa_2"
  critPathMaxFanout: 3
  endpoint: "out[30]"
  cp-start-kind: "input port"
  slowest_delay_ps: 380
  crit_buf_inv: 8
  path_class: "input port to output port"
  worstPathArrival_ps: 8200
placed_design:
  routabilityCongestion: 0.794
  hpwlAfterDp_um: 5620
  place_ws_ps: -2250
  placed_cells: 478
  placed_area_sq_um: 3340
  io_buffer_count: 97
floorplan:
  rows: 37
  fp.dieW_um: 122
  die_h_um: 122
  io_pins: 97
  fp_util: 0.222
  coreArea_sq_um: 10200
  die_area_sq_um: 14900
routing:
  remaining_drc_errors: 0
  drt_iter0_markers: 28
  wl_um: 5970
  vias_per_cell: 3.54
  avgRoutedWirePerCell_um: 12.4
  routed-via-count: 1712
  first_pass_iters: 4
  ant_nets: 0
finish:
  mostFrequentLayoutCells: "clkdlybuf4s50_1 (81), inv_1 (78), ha_1 (35)"
  drive_gt1_frac: 0.214
  design.seq.count: 0
  stdcell_count: 483
  n_clock_buffer: 0
  lay_top_count: "clkdlybuf4s50_1"
  regArea_sq_um: 0
  fin_area_sq_um: 3370
  area_delta_synth_final_pct: 48.3
synth:
  synth_area_sq_um: 2270
  synth.avg_cell_area_sq_um: 8.61
  netlist_instances: 264
  yosys_warnings: 2
final_timing:
  rsz0062_at_grt: "true"
  setup_viol: 13
  hold_slack_ps: 4130
  fmax_mhz: 101
  min_period_over_period: 1.19
  hold_viol_final: 0
  slew_viol_final: 0
  fin_crit_ps: 9860
  tightest_slew_ps: 640
  fin_ws_ps: -1560
  slew_headroom: 0.572
job:
  cap_violations: 0
  warnings: 68
clock_tree:
  ctsHoldBuffers: 0
grt:
  grt_antenna_before_repair: 2
  grt_pass1_wl_um: 9630
  grt-ovfl-total: 0
  grt_pass1_vias: 1948
  track_usage: 0.0810
  grt_max_degree: 19
power:
  cellLeakagePower_nw: 1.65
  power_density_nw_per_um2: 58.1
  peakVddDrop_mv: 0.0280
  power_mw: 0.196
worst_hold_path:
  hp-class: "input port to output port"
-- routing by layer --
layer  wire (um)  GRT usage  up-vias
met5          13          0        -
met4           0          0        2
met3         555     0.0263        2
met2        2730      0.130       54
met1        2680      0.112      779
li1            -          -      875
-- repair_timing --
action	CTS	global route
endpoints found under the hold margin	0	0
setup endpoints to repair	14	13
buffers inserted	3	1
gates resized	54	3
pin swaps	18	16
-- power by group --
part	switching, mW	internal (mW)
logic	0.0761	0.120
registers	0	0
clock network	0	0.0000000161
-- final cells by class --
cell class / instances / area, sq um
tap: 136 / 170
inverter: 86 / 323
fill: 1011 / 6860
antenna: 1 / 2.50
timing repair buffer: 120 / 1110
multi-input combinational: 140 / 1760
-- worst min path at each step --
stage	end	cells past startpoint	startpoint	slack, ps
5_1_grt	out[0]	5	in1[0]	4170
4_1_cts	out[0]	5	in0[0]	4150
6_report	out[0]	5	in1[0]	4130
-- per-stage QoR --
step	utilization	setup TNS, ps
finish	0.329	-11180
global route	0.329	-14380
CTS	0.328	-12100
detailed placement	0.327	-19870
global placement	0.327	-18830
floorplan	-	-9120
No activity file was given, so power comes from the tool's default toggle rates.
