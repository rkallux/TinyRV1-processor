### flow/run.sh
#!/bin/bash
# OpenROAD 26Q1-2900-gdf79404cd8, Yosys 0.63+post, stock flow scripts
make -C /OpenROAD-flow-scripts/flow DESIGN_CONFIG=/design/flow/config.mk WORK_HOME=/design/flow/orfs finish
### flow/config.mk
export PLATFORM = sky130hd
export DESIGN_NAME = RegfileZ2r1w_32x32b_RTL
export DESIGN_NICKNAME = RegfileZ2r1w_32x32b_RTL
export VERILOG_FILES = /design/flow/design.v
export SDC_FILE = /design/flow/constraint.sdc
export NUM_CORES = 4
export LEC_CHECK = 1
export CORE_UTILIZATION = 50
### flow/constraint.sdc
current_design RegfileZ2r1w_32x32b_RTL

set clk_period 9.9
set clk_io_pct 0.2

create_clock -name clk0 -period $clk_period [get_ports {clk}]

set non_clock_inputs [all_inputs -no_clocks]
set_input_delay [expr $clk_period * $clk_io_pct] -clock clk0 $non_clock_inputs
set_output_delay [expr $clk_period * $clk_io_pct] -clock clk0 [all_outputs]
### flow/design.v
module RegfileZ2r1w_32x32b_RTL
(
  (* keep=1 *) input  logic        clk,
  (* keep=1 *) input  logic        wen,
  (* keep=1 *) input  logic  [4:0] waddr,
  (* keep=1 *) input  logic [31:0] wdata,
  (* keep=1 *) input  logic  [4:0] raddr0,
  (* keep=1 *) output logic [31:0] rdata0,
  (* keep=1 *) input  logic  [4:0] raddr1,
  (* keep=1 *) output logic [31:0] rdata1
);
  logic [31:0] regfile [31:0];
  always_ff @(posedge clk) begin
    if (wen == 1'b1) begin
      regfile[waddr] <= wdata;
    end
  end
  always_comb begin
    if (raddr0 == 5'b00000) begin
      rdata0 = 32'b0;  
    end
    else if (wen && (waddr == raddr0)) begin
      rdata0 = regfile[raddr0];  
    end
    else begin
      rdata0 = regfile[raddr0];  
    end
  end
  always_comb begin
    if (raddr1 == 5'b00000) begin
      rdata1 = 32'b0;  
    end
    else if (wen && (waddr == raddr1)) begin
      rdata1 = regfile[raddr1];  
    end
    else begin
      rdata1 = regfile[raddr1];  
    end
  end
endmodule
==> reports/qor_table.md <==
| Item | Value |
| --- | --- |
| Run status | complete, no violations |
| Count of cells resized by post-cts repair | 0 |
| GRT Residual Overflow | 0 |
| Number of instances in the synthesized netlist | 2460 |
| Largest type area fraction | 65.0% |
| Leakage dissipation | 17.3 nW |
| Placed cell count | 3745 |
| Register ranked first by flip-flop count | regfile |
| Syn Area/Cell | 19.2 um^2 |
| End of the worst hold path | regfile[28][12] |
| Yosys warnings | 1 |
| Number of sinks driven by the clock tree | 1024 |
| Number of buffers inserted by post-CTS setup repair | 0 |
| Number of maximum-capacitance violations | 0 |
| Clock Path Buffers | 3 |
| Drt drc | 0 |
| Min-delay src | wdata[12] |
| Part of the cycle the worst path needs | 83.1% |
| Tool warnings | 26 |
| Number of antenna violations at the first check in global routing | 9 |
| Non-filler instance count after layout | 3941 |
| Largest net degree at the start of global routing | 89 |
| Max-slew violation count | 0 |
| Final hold violation count | 0 |
| CP endpoint kind | output port |
| Wire length per cell | 38.5 um |
| First-pass detailed-route iteration total | 7 |
| Gr usage total | 36.5% |
| Peak ir drop on the vdd network | 130 uV |
| Count of library flops with an enable pin | 1024 |
| Share of post-route cells with drive strength above 1 | 28.0% |
| Boundary Pins | 113 |
| Crit Path Class | in2out |
| Async set or reset register ratio after synthesis | 0% |
| Data arrival time at the worst-slack endpoint | 6.25 ns |
| Initial Utilization | 50.6% |
| Post-synthesis cell type with the largest instance count | edfxtp_1 |
| Class of the tightest hold or removal check | in2reg |
| Endpoint required time on the critical path | 7.92 ns |
| First-pass GRT wire length | 215000 um |
| Final sum of negative setup slack | 0 ns |
| Gpl congestion | 0.904 |
| Via count | 27404 |
| Via count of the first global-routing pass | 30387 |
| Syn Std Cell Area | 47300 um^2 |
| Registers with the most flip-flops | regfile x1024 |
| Nature of the critical path startpoint | input pin |
| Final non-filler cell area | 53800 um^2 |
| Top area cells in the synthesized netlist | edfxtp_1 65%, mux4_2 18%, mux2i_1 6.4% |
| Actual transition at the worst max-transition pin | 1.35 ns |
| Final Critical Period | 8.23 ns |
| Synth Register Bits | 1024 |
| Cell types with the highest counts after synthesis | 1024 x edfxtp_1, 381 x mux4_2, 302 x mux2i_1 |
| Max FFs per register | 1024 |
| Post-DP Area | 50200 um^2 |
| Detailed placer's ending HPWL | 86400 um |
| Normalized max-slew margin | 7.89% |
| Clk root buf | clkbuf_16 |
| Setup repair after global routing missed its margin | false |
| TritonCTS Buffers | 108 |
| Post-detailed-route count of antenna-violating nets | 0 |
| # setup viols final | 0 |
| Area of the placeable core | 93500 um^2 |
| Count of instantiated cells in the yosys netlist | 2460 |
| Clock-pin slew reported for the worst setup and hold paths after clock tree synthesis | 0.06 ns |
| Die width | 310 um |
| H-tree lvl count | 3 |
| FMAX | 122 MHz |
| Share of synthesized area occupied by flip-flops and latches | 65.0% |
| Final core area utilization | 57.5% |
| Unique cell type count in the Yosys netlist | 38 |
| Number of instances on the worst hold path | 2 |
| Total wire length | 152000 um |
| Site row count | 112 |
| Total die size | 95800 um^2 |
| Leading area contributor after synthesis | edfxtp_1 |
| Post-CTS Hold Fix Bufs | 0 |
| Critical path fanouts, max | 27 |
| Power density of the placed cells | 181 nW/um^2 |
| Average via count per standard cell | 6.95 |
| Iter 0 DRT Violations | 1880 |
| Layout area overhead | 13.7% |
| Number of port buffers | 112 |
| Filler cells | 6755 |
| Die span in y | 310 um |
| Post-layout total power | 9.75 mW |
| Yosys-reported design area after synthesis | 47300 um^2 |
| CTS tree | built |
| Primary flip-flop cell chosen by synthesis mapping | edfxtp_1 |
==> power by group <==
group          switching (mW)  internal [mW]
clock                    1.66           2.37
sequential             0.0221           4.83
combinational           0.496          0.371
total                    2.18           7.57
==> cell type report <==
| type | instances | area [um^2] | area share [%] |
|---|---|---|---|
| flip-flops and latches | 1024 | 30700 | 57.2 |
| multi-input cells | 1226 | 15700 | 29.3 |
| clock buffers | 133 | 2900 | 5.40 |
| repair buffers | 239 | 2180 | 4.05 |
| well taps | 1254 | 1570 | 2.92 |
| clock inverters | 61 | 599 | 1.11 |
| inverters | 2 | 7.51 | 0.0140 |
| diodes | 2 | 5.00 | 0.00931 |
==> critical path: stages <==
cell and delay, ns:
clkdlybuf4s50_1 0.80, or3_2 0.83, buf_4 0.67, o22ai_1 0.23
a2111oi_0 1.07, nor3_1 0.15, clkdlybuf4s50_1 0.47
==> cells in the final DEF, fill, tap and decap left out, drive strengths merged, types with 7 or more instances in the layout <==
| master | netlist | routed |
|---|---|---|
| nor4 | 14 | 14 |
| a211oi | 43 | 43 |
| nor2b | 16 | 16 |
| o21ai | 12 | 12 |
| clkdlybuf4s50 | 0 | 104 |
| a22o | 62 | 62 |
| mux2 | 32 | 32 |
| clkinv | 0 | 44 |
| nor2 | 35 | 35 |
| buf | 108 | 131 |
| o22ai | 52 | 52 |
| nor3 | 53 | 53 |
| mux4 | 381 | 381 |
| clkbuf | 100 | 134 |
| o221ai | 31 | 31 |
| nand3b | 7 | 7 |
| edfxtp | 1024 | 1024 |
| a2111oi | 31 | 31 |
| a22oi | 88 | 88 |
| mux2i | 302 | 302 |
| bufinv | 0 | 12 |
| a21oi | 44 | 44 |
==> stage by stage <==
stage / setup WS [ns] / hold WS [ns]
global route: 1.58 / 2.13
finish: 1.67 / 2.11
floorplan: 4.33 / 2.08
detailed placement: 1.94 / 2.82
global placement: 1.74 / 2.81
CTS: 1.91 / 2.09
==> layer usage <==
| layer | routed length (um) | share of wire, % | GRT usage [%] |
|---|---|---|---|
| met3 | 32900 | 22 | 33.5 |
| met2 | 67200 | 44 | 48.6 |
| met4 | 4320 | 2.8 | 7.75 |
| met5 | 810 | 0.53 | 6.67 |
| met1 | 46600 | 31 | 45.6 |
==> cell families after synthesis <==
kind of cell | share of synthesized area, %
buffers and inverters | 2.37
flip-flops | 65.0
AND-OR/OR-AND | 5.69
multiplexers | 25.3
AND/OR/NAND/NOR | 1.63
==> how the worst max path moves through the flow <==
stage	from	endpoint	slack, ns
CTS	raddr0[3]	rdata0[7]	1.91
global route	raddr0[3]	rdata0[10]	1.58
finish	raddr0[3]	rdata0[10]	1.67
No activity file was given, so power comes from the tool's default toggle rates.
